===== flow/constraint.sdc =====
current_design VENDING_MACHINE

set clk_period 1.9
set clk_io_pct 0.2

create_clock -name clk0 -period $clk_period [get_ports {CLK}]

set non_clock_inputs [all_inputs -no_clocks]
set_input_delay [expr $clk_period * $clk_io_pct] -clock clk0 $non_clock_inputs
set_output_delay [expr $clk_period * $clk_io_pct] -clock clk0 [all_outputs]

===== flow/config.mk =====
export PLATFORM = sky130hd
export DESIGN_NAME = VENDING_MACHINE
export DESIGN_NICKNAME = VENDING_MACHINE
export VERILOG_FILES = /design/flow/design.v
export SDC_FILE = /design/flow/constraint.sdc
export NUM_CORES = 4
export LEC_CHECK = 1
export CORE_AREA = 10 10 70 70
export DIE_AREA = 0 0 80 80
export SYNTH_HDL_FRONTEND = slang

===== flow/design.v =====
`timescale 1ns / 1ps
 module VENDING_MACHINE( input [2:0] COIN,SEL_P,input  RST ,CLK ,output reg [2:0] PRODUCT,reg [2:0] BALANCE);
parameter idle   = 3'b000,
          ONE    = 3'b001,
          TWO    = 3'b010,
          THREE  = 3'b011,
          FOUR   = 3'b100,
          FIVE   = 3'b101,
          SIX    = 3'b110,
          RET_2  = 3'b111;
reg [2:0] state, next_state;
       parameter [1:0]  NONE  =2'b00,
                        pepsi =2'b01,
                        cock = 2'b10,
                        DEW  = 2'b11;
 initial 
     begin 
          state     = 3'b000;
          next_state= 3'b000;
     end 
   always @(posedge CLK or  posedge RST )
             if(RST)
                next_state = idle;
                else if(SEL_P == NONE || COIN == 0 )
                begin
                  PRODUCT = 0;
                  BALANCE = COIN;
                  state = idle;
                end 
              else 
                state = next_state;
         always @(state or COIN)
                if(COIN !=1 && COIN!=2 && COIN!=5)
                 begin
                   PRODUCT = 0;
                   BALANCE = COIN;
                   next_state = idle;
                 end 
                else 
             case(state)
                      idle:
                       case(COIN)
                         idle:
                            begin
                               PRODUCT = 0;
                               BALANCE = 0;
                               next_state = idle;
                             end   
                            ONE:  next_state = ONE;
                            TWO:  next_state = TWO;
                            FIVE: next_state = FIVE;
                       endcase
                      ONE: 
                          case(COIN)
                        idle:
                            begin
                               PRODUCT = 0;
                               BALANCE = 1;
                               next_state = idle;
                             end 
                            ONE:  
                             begin
                               PRODUCT = 1;
                               BALANCE = 0;
                               next_state = idle;
                             end 
                            TWO:  
                             begin
                               PRODUCT = SEL_P;
                               BALANCE = 1;
                               next_state = idle;
                             end 
                           FIVE:
                             begin
                               PRODUCT = 0;
                               BALANCE = 2;
                               next_state = RET_2;
                             end
                            endcase
                       TWO:   
                              begin
                               PRODUCT = SEL_P;
                               BALANCE = 0;
                               next_state = idle;
                              end 
                         FIVE:   
                              begin
                               PRODUCT = 0;
                               BALANCE = 1;
                               next_state = RET_2;
                              end      
                       RET_2:
                              begin
                                next_state = idle;
                                PRODUCT = SEL_P;
                                BALANCE = 2;
                               end
          endcase
endmodule

===== flow/run.sh =====
#!/bin/bash
# OpenROAD 26Q1-2900-gdf79404cd8, Yosys 0.63+post, stock flow scripts
make -C /OpenROAD-flow-scripts/flow DESIGN_CONFIG=/design/flow/config.mk WORK_HOME=/design/flow/orfs finish

==> out/qor.json <==
{
  "status": {
    "status": "stopped before the end",
    "failed_stage": "synthesis",
    "run.stop_error": "ERROR: Found 3 problems in 'check -assert'."
  },
  "logic_synthesis": {
    "yosys_area_um2": 634.4,
    "async_flop_share_pct": 0,
    "synth.lib_cells_used.distinct": 33,
    "synth_flops": 12,
    "largest_area_cell": "sky130_fd_sc_hd__edfxtp_1",
    "topCellsByArea": "sky130_fd_sc_hd__edfxtp_1 (28%), sky130_fd_sc_hd__dlxtp_1 (14%), sky130_fd_sc_hd__buf_6 (5.3%), sky130_fd_sc_hd__buf_4 (4.7%), sky130_fd_sc_hd__and2_1 (3.9%)",
    "ys_warn_count": 0,
    "flop_cell": "sky130_fd_sc_hd__edfxtp_1",
    "synth_largest_type_area_fraction_pct": 28.40,
    "number_of_enable_type_register_cells_in_the_synthesized_netlist": 6,
    "yosys-stat-cells": 67
  }
}
==> cell usage after synthesis (2+ instances only) <==
cell type                  number
sky130_fd_sc_hd__nor3b_1        2
sky130_fd_sc_hd__nor2b_1        2
sky130_fd_sc_hd__buf_4          4
sky130_fd_sc_hd__dlxtp_1        6
sky130_fd_sc_hd__inv_1          4
sky130_fd_sc_hd__nand2_1        3
sky130_fd_sc_hd__o211ai_1       3
sky130_fd_sc_hd__nor3_1         2
sky130_fd_sc_hd__nor2_1         4
sky130_fd_sc_hd__and2_1         4
sky130_fd_sc_hd__buf_6          3
sky130_fd_sc_hd__edfxtp_1       6
sky130_fd_sc_hd__nand2b_1       2
sky130_fd_sc_hd__nand3_1        3
==> kinds of logic after synthesis <==
group | Yosys count | share of synthesized area (%)
latches | 6 | 14.20
simple gates | 28 | 27.22
flops | 6 | 28.40
compound gates | 11 | 12.82
xor+xnor | 1 | 1.381
mux | 1 | 1.578
buf+inv | 13 | 13.80
other cells | 1 | 0.5911
